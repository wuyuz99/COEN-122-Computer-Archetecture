`./config.mk`:
```
export PLATFORM = sky130hd
export DESIGN_NAME = mux
export DESIGN_NICKNAME = mux
export VERILOG_FILES = /design/flow/design.v
export SDC_FILE = /design/flow/constraint.sdc
export NUM_CORES = 4
export LEC_CHECK = 1
export CORE_AREA = 10 10 106 106
export DIE_AREA = 0 0 116 116
export SYNTH_HDL_FRONTEND = slang
```
`./constraint.sdc`:
```
current_design mux

set clk_period 3.8
set clk_io_pct 0.2

create_clock -name clk0 -period $clk_period

set non_clock_inputs [all_inputs -no_clocks]
set_input_delay [expr $clk_period * $clk_io_pct] -clock clk0 $non_clock_inputs
set_output_delay [expr $clk_period * $clk_io_pct] -clock clk0 [all_outputs]
```
`./design.v`:
```
`timescale 1ns / 1ps
module mux(d0, d1, d2, d3, select, out);
    input [31:0] d0;
    input [31:0] d1;
    input [31:0] d2;
    input [31:0] d3;
    input [1:0] select;
    output reg [31:0] out;
    always@(d0, d1, d2, d3, select)
    begin
        if(select == 2'b00)
        begin
            out = d0;
        end
        if(select == 2'b01)
        begin
            out = d1;
        end
        if(select == 2'b10)
        begin
            out = d2;
        end
        if(select == 2'b11)
        begin
            out = d3;
        end
    end
endmodule
```
`./run.sh`:
```
#!/bin/bash
# OpenROAD 26Q1-2900-gdf79404cd8, Yosys 0.63+post, stock flow scripts
make -C /OpenROAD-flow-scripts/flow DESIGN_CONFIG=/design/flow/config.mk WORK_HOME=/design/flow/orfs finish
```
==> results.py <==
# Auto-generated metrics
metrics = {
    "detailed_routing": {
        "antenna_diode_count": 0,
        "vias": 1365,
        "final_ant_viol_nets": 0,
        "avgViaCountPerCell": 3.71,
        "routed_wirelength_mm": 6.00,
        "drt_iter0_markers": 35,
        "detail_route.wl_per_cell_um": 16.3,
        "firstDrtPassIters": 4,
        "remaining_drc_errors": 0,
    },
    "critical_path": {
        "crit_cells": 5,
        "timing.critical_path.from_type": "input port",
        "path_buffers": 3,
        "critical_path.slowest_cell": "clkdlybuf4s50_1",
        "critical_path_arrival_ns": 2.73,
        "worstPathMaxFanout": 32,
        "setup.worst_path.class": "in2out",
        "worst_path_most_repeated_cell": "clkdlybuf4s50_1",
        "critical_path.endpoint": "out[21]",
        "crit_chain": "clkdlybuf4s50_1, buf_4, mux4_2, dlxtp_1, clkdlybuf4s50_1",
        "max_stage_delay_ns": 0.46,
        "timing.critical_path.required_ns": 3.04,
        "cp-startpoint": "select[1]",
        "end_kind": "output pin",
        "worst_path_dominant_cell_family": "buffers and inverters",
    },
    "cells_and_area": {
        "drive_gt1_share_pct": 12.7,
        "final_cell_count_no_fill": 368,
        "final_core_utilization_pct": 35.0,
        "postLayoutCellArea_mm2": 0.00310,
        "max_reg_flops": 32,
        "synthToLayoutAreaGrowth_pct": 138,
    },
    "placement": {
        "detailed_place_hpwl_mm": 5.36,
        "post-place-ws_ns": 0.262,
        "gp_congestion": 0.745,
        "placement.io_buffers": 162,
        "placedCellCount": 368,
        "postPlaceCellArea_mm2": 0.00310,
    },
    "job": {
        "cap_viol_max_count": 0,
        "warnings": 32,
    },
    "final_timing": {
        "maxSlewHeadroom_pct": 58.5,
        "fin_crit_ns": 3.49,
        "setup_ws_ns": 0.308,
        "timing.final.hold_violations": 0,
        "setup_total_negative_slack_ns": 0,
        "fraction_of_the_cycle_the_final_worst_path_needs_pct": 91.9,
        "final_max_slew_viol_count": 0,
        "number_of_register_pins_that_no_clock_reaches": 32,
        "achievable_frequency_mhz": 286,
        "measured_slew_at_the_worst_slew_check_pin_ns": 0.622,
        "grt_setup_unrepaired": "false",
        "untimed_endpoints": 32,
        "finalSetupViolations": 0,
    },
    "logic_synthesis": {
        "synth.cells.most_frequent": "32 x dlxtp_1, 30 x mux4_2, 3 x buf_12, 3 x buf_2, 2 x mux4_1",
        "synth-warning-count": 0,
        "number_of_instances_in_the_synthesized_netlist": 72,
        "yosys_register_bits": 32,
        "enable_flop_cells": 0,
        "yosys.cell_count.top_type": "dlxtp_1",
        "yosys-stat-area_mm2": 0.00130,
        "netlist.top_cell.by_area": "mux4_2",
        "synth.yosys.num_cells": 72,
        "syn-cell-area_mm2": 0.00130,
        "synthArstFlopShare_pct": 0,
        "ys_dominant_reg_cell": "dlxtp_1",
        "syn_avg_cell_area_um2": 18.0,
        "post-synth-top-area-fraction_pct": 52.0,
        "distinct_lib_cells_used": 7,
        "topCellsByArea": "mux4_2 52%, dlxtp_1 37%, buf_12 4.6%, mux4_1 4.0%, buf_2 1.2%",
    },
    "grt": {
        "number_of_antenna_violations_at_the_first_check_in_global_routing": 0,
        "global_route_wire_length_before_repair_mm": 8.81,
        "grt_start_max_net_pins": 33,
        "grt.total_usage_pct": 8.60,
        "grt_pass1_vias": 1476,
        "grt-ovfl-total": 0,
    },
    "floorplanning": {
        "floorplan.die_area_mm2": 0.0135,
        "chipWidth_um": 116,
        "fp_util_pct": 14.7,
        "design.portCount": 162,
        "design.core.area_mm2": 0.00885,
        "fp.dieH_um": 116,
        "std_cell_rows": 34,
    },
    "power_and_ir_drop": {
        "power.ir.vdd_worst_v": 0.0000600,
        "total_power_per_unit_cell_area_mw_per_mm2": 91.8,
        "power_uw": 284,
        "total_leakage_power_nw": 1.21,
    },
    "status": {
        "outcome": "complete, no violations",
    },
    "cts": {
        "post_cts.resized_instances": 0,
        "post_cts_setup_repair_bufs": 0,
        "number_of_buffers_inserted_by_hold_repair_at_cts": 0,
    },
}
==> report_power, final <==
group	switching (mW)	internal (mW)
logic	0.0481	0.195
clock network	0	0
registers	0.00412	0.0365
==> metal layers <==
metal | part of all wire (%) | wire, um | global-route usage, % | up-vias
li1 | - | - | - | 651
met1 | 36 | 2140 | 10.4 | 621
met2 | 50 | 2980 | 15.0 | 91
met3 | 14 | 846 | 3.40 | 2
met4 | 0.45 | 27 | 0.334 | 0
met5 | 0 | 0 | 0 | -
==> kinds of logic after synthesis <==
family / count (synthesis) / synth area share, %
buf+inv: 7 / 6.65
latches: 32 / 37.0
mux: 32 / 56.1
other cells: 1 / 0.289
==> cells in the final DEF, fill, tap and decap left out, drive strengths merged <==
| cell | instances |
|---|---|
| mux4 | 32 |
| dlxtp | 32 |
| conb | 32 |
| clkdlybuf4s50 | 161 |
| buf | 3 |
==> final cells by class <==
class / instances / area (um^2)
multi-input cells: 64 / 848
repair buffers: 164 / 1630
flip-flops and latches: 32 / 480
well taps: 108 / 135
fillers: 877 / 5750
