<file path="./design.v">
`timescale 1ns / 1ps
module instruction_memory(clk, address, instruction);
input clk;
input [15:0] address;
output reg [31:0]instruction;
reg [31:0] data [511:0];
initial
begin
data[0] = 32'hF0400100;
data[1] = 32'h0;
data[2] = 32'h0;
data[3] = 32'h70010400;
data[4] = 32'h30010400;
data[5] = 32'hF2800003;
data[6] = 32'hF2C0000F;
data[7] = 32'h45545400;
data[8] = 32'hE0D40000;
data[9] = 32'h55140000;
data[10] = 32'h0;
data[11] = 32'h40000C00;
data[12] = 32'h70D55000;
data[13] = 32'h0;
data[14] = 32'h0;
data[15] = 32'h900B0000;
data[16] = 32'h0;
data[17] = 32'h0;
data[18] = 32'h0;
data[19] = 32'h800A0000;
data[20] = 32'h0;
data[21] = 32'h0;
data[22] = 32'h0;
data[23] = 32'hA0010000;
data[24] = 32'h0;
data[25] = 32'h0;
data[26] = 32'h0;
data[32'h100] = 32'h80010000;
data[32'h101] = 32'h0;
data[32'h102] = 32'h0;
data[32'h103] = 32'h0;
end
always@(negedge clk)
begin
    instruction = data[address];
end
endmodule
</file>
<file path="./run.sh">
#!/bin/bash
# OpenROAD 26Q1-2900-gdf79404cd8, Yosys 0.63+post, stock flow scripts
make -C /OpenROAD-flow-scripts/flow DESIGN_CONFIG=/design/flow/config.mk WORK_HOME=/design/flow/orfs finish
</file>
<file path="./config.mk">
export PLATFORM = sky130hd
export DESIGN_NAME = instruction_memory
export DESIGN_NICKNAME = instruction_memory
export VERILOG_FILES = /design/flow/design.v
export SDC_FILE = /design/flow/constraint.sdc
export NUM_CORES = 4
export LEC_CHECK = 1
export CORE_AREA = 10 10 80 80
export DIE_AREA = 0 0 90 90
export SYNTH_HDL_FRONTEND = slang
export SYNTH_MEMORY_MAX_BITS = 65536
</file>
<file path="./constraint.sdc">
current_design instruction_memory

set clk_period 1.5
set clk_io_pct 0.2

create_clock -name clk0 -period $clk_period [get_ports {clk}]

set non_clock_inputs [all_inputs -no_clocks]
set_input_delay [expr $clk_period * $clk_io_pct] -clock clk0 $non_clock_inputs
set_output_delay [expr $clk_period * $clk_io_pct] -clock clk0 [all_outputs]
</file>
==> run summary <==
yosys + openroad results -> share of cells above drive strength 1 0.718, Yosys reg bits 16, Worst Hold Class in -> reg, gpl congestion a little over 0.8, vias per inst 3.95, CP max stage delay 0.31 ns, io pins 49, CP Launch Type register, antenna-violating nets left 0, CP delay by family, top flip-flops, Finished Core Util 0.393, Final setup viols 36, cell depth of the worst setup path 1, Max Transition Viols Final 0, cell count of the worst hold path 3, clk root buf clkbuf_8, number of flip-flops under the largest register name 16, CTS tree done, Peak supply drop 0.357 mV, GRT Overall Usage 0.0734, Post-synth seq share 0.341, clk slew on worst S/H paths 0.03 ns, Max clock buf depth 2, FF+latch area ~330 sq um, hold_buf cts 0, TritonCTS Buffers 3, IO Port Bufs 29, area grow syn2layout 97.9%, status finished with violations, WL final about 3100 um, max-capacitance violation count 0, CP max-delay cell dfxtp_2, first-pass GRT wire length just over 5000 um, crit path capture type output pin, Final WS setup -0.273 ns, Tool Warnings 58, H-tree depth 1, row cnt 25, critical-path cell list buf_2, DIE WIDTH ~90 um, simple share 0.213, antenna diode count 0, WS Path Type reg -> out, chip height 90 um, yosys stat cell total 102, Mux area share 0.0613, largest net degree at the start of global routing 9, drt pass-1 iters 4, Largest logic family simple AND/OR/NAND/NOR gates, Yosys Chip Area 938 sq um, Crit path buffers/inverters 1, Iter 0 DRT Violations 51, pwr dens 694 mW/mm^2, Worst Path Required between 1 and 1.5 ns, fillcell total 447, via count 953, clk sinks 16, Yosys warning count 0, final hold vios 0, Remaining DRCs 0, Complex Gates by Area 0.128, grt total ovfl 0, core area between 0.004 and 0.005 sq mm, total die size 0.00810 sq mm, Cell variety after synth 35, Setup TNS -7.20 ns, dpl hpwl 1820 um, Logic area 724 sq um, XOR Share, Synth 0, Static Leak 0.893 nW, setup repair after global routing missed its margin true, routed len/inst 12.8 um, synthesized cell area 938 sq um, Adder Area Share 0.0667, synthesized area per cell 9.20 sq um, cells after synthesis 102, violated checks negative setup slack, initial antenna violation count 0, Critical Path AT about 1.5 ns, critical path fanouts, max 3, vias in the first global route 1084, fp_density 0.199, Overall Power 0.00129 W
==> final timing paths <==
| kind | from | end | slack [ns] |
|---|---|---|---|
| max | instruction[25] | instruction[1] | -0.27 |
| min | address[0] | instruction[3] | 1.03 |
==> layer usage <==
metal / up-vias / GRT usage / share of wire
met2: 27 / 0.114 / 0.48
met5: - / 0 / 0
li1: 471 / - / -
met3: 6 / 0.0159 / 0.023
met4: 0 / 0.0292 / 0.024
met1: 449 / 0.0966 / 0.47
==> metrics by stage <==
step / instances / hold WS (ns) / setup WS, ns / area, sq um
2_1_floorplan: 110 / 1.13 / -0.425 / 1050
3_3_place_gp: 205 / 1.73 / -0.965 / 1400
3_5_place_dp: 205 / 1.73 / -0.974 / 1400
4_1_cts: 240 / 1.03 / -0.289 / 1770
5_1_grt: 241 / 1.01 / -0.331 / 1860
6_report: 241 / 1.03 / -0.273 / 1860
==> where the power goes <==
part / total [W] / switching, W / internal, W
Combinational: 0.000363 / 0.000156 / 0.000207
Sequential: 0.000449 / 0.00000352 / 0.000445
Clock: 0.000477 / 0.000242 / 0.000235
Total: 0.00129 / 0.000402 / 0.000887
==> cell usage after synthesis <==
cell / count / share of area
nor3_1: 1 / 0.0053
mux2i_1: 2 / 0.021
buf_6: 2 / 0.024
dfxtp_1: 16 / 0.34
mux2_1: 1 / 0.012
a21oi_1: 4 / 0.021
nand2b_1: 3 / 0.020
buf_2: 1 / 0.0053
a32oi_1: 1 / 0.0093
nand3_1: 2 / 0.011
o221ai_1: 2 / 0.019
o21ai_0: 3 / 0.016
nor3b_1: 4 / 0.032
or2_1: 1 / 0.0067
nor4b_4: 1 / 0.025
nor2_1: 6 / 0.024
inv_1: 3 / 0.012
or2_0: 1 / 0.0067
o21a_1: 1 / 0.0080
nor2b_1: 1 / 0.0067
a211oi_2: 1 / 0.013
o21ai_1: 2 / 0.011
nand2_1: 9 / 0.036
nand3b_1: 1 / 0.0080
a31oi_1: 1 / 0.0067
a21boi_0: 1 / 0.0080
mux2_4: 1 / 0.016
a211oi_1: 2 / 0.016
buf_4: 18 / 0.14
ha_1: 5 / 0.067
conb_1: 1 / 0.0040
nor2b_4: 1 / 0.015
and3_1: 1 / 0.0067
nor3_2: 1 / 0.011
mux2_2: 1 / 0.012
==> cells in the final DEF (no fill, tap or decap), types with 2 or more instances in the layout <==
cell type / count
buf_2: 24
buf_6: 17
buf_4: 17
inv_1: 16
dfxtp_1: 10
conb_1: 9
dfxtp_2: 6
nand2_2: 5
ha_4: 5
o21ai_2: 4
nor2_1: 4
a21oi_2: 4
mux2_4: 3
a211oi_2: 3
clkbuf_8: 3
buf_8: 3
buf_12: 3
or2_4: 2
nand2b_4: 2
nand2_4: 2
nand2_1: 2
nor2_2: 2
nor2b_4: 2
nor3_2: 2
o221ai_2: 2
nor3b_2: 2
buf_16: 2
==> area by class of cell <==
cell class / instances / area share
Tap cell: 67 / 0.0451
Clock buffer: 3 / 0.0222
Inverter: 2 / 0.0108
Multi-Input combinational cell: 71 / 0.390
Clock inverter: 16 / 0.0323
Timing Repair Buffer: 66 / 0.323
Sequential cell: 16 / 0.177
==> cells by family (layout without fill, tap and decap cells) <==
group,after synthesis,in the layout
simple gates,33,34
buf+inv,24,87
compound gates,18,18
flops,16,16
fa+ha+maj,5,5
mux,5,5
other cells,1,9
==> repair_timing <==
action                                  in CTS  in global routing
pin swaps                                   26                 14
gates resized                              161                 22
buffers inserted                            14                  1
endpoints found under the setup margin      39                 39
gates cloned                                 3                  0
Power and IR drop assume default switching activity.
