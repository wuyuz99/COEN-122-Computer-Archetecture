==> design/flow/design.v <==
`timescale 1ns / 1ps
module register_file(clk, wrt, Rd, Rs, Rt, data_in, Rs_out, Rt_out);
input clk, wrt;
input [5:0] Rd;
input [5:0] Rs;
input [5:0] Rt;
input [31:0] data_in;
output reg [31:0] Rs_out;
output reg [31:0] Rt_out;
reg [31:0] data [63:0];
initial
begin
    data[20] = 32'd0;
    data[21] = 32'd5;
end
always@(negedge clk)
begin
    if(wrt == 1)
    begin
        data[Rd] = data_in;
    end
    Rs_out = data[Rs];
    Rt_out = data[Rt];
end
endmodule
==> design/flow/run.sh <==
#!/bin/bash
# OpenROAD 26Q1-2900-gdf79404cd8, Yosys 0.63+post, stock flow scripts
make -C /OpenROAD-flow-scripts/flow DESIGN_CONFIG=/design/flow/config.mk WORK_HOME=/design/flow/orfs finish
==> design/flow/config.mk <==
export PLATFORM = sky130hd
export DESIGN_NAME = register_file
export DESIGN_NICKNAME = register_file
export VERILOG_FILES = /design/flow/design.v
export SDC_FILE = /design/flow/constraint.sdc
export NUM_CORES = 4
export LEC_CHECK = 1
export CORE_UTILIZATION = 40
export SYNTH_HDL_FRONTEND = slang
==> design/flow/constraint.sdc <==
current_design register_file

set clk_period 38.6
set clk_io_pct 0.2

create_clock -name clk0 -period $clk_period [get_ports {clk}]

set non_clock_inputs [all_inputs -no_clocks]
set_input_delay [expr $clk_period * $clk_io_pct] -clock clk0 $non_clock_inputs
set_output_delay [expr $clk_period * $clk_io_pct] -clock clk0 [all_outputs]
==> notes.md <==
Synthesis and PnR results.

- The count of max-cap constraint violations reads 4.
- The measured slew at the worst slew-check pin reads 1790 ps.
- Before any placement, the netlist area is recorded as 0.109 sq mm.
- In the layout the commonest cells are inv_1 (2374), dfxtp_1 (2112), nand2_1 (1934).
- The area overhead of the layout relative to synthesis reads 23.7%.
- In the post-route report, total wirelength is listed as 844 mm.
- The vias per cell is 7.05.
- The most frequently placed logic cell in the final layout reads inv_1.
- The number of synthesized flops with an enable pin reads 0.
- The number of warnings issued by yosys is 0.
- The type of destination of the critical path is a register.
- The flow reports that the clock network draws 45.8% of the design power.
- The relative contribution of combinational cells to total power reads 19.2%.
- The post-synthesis area per instance reads 8.73 sq um.
- The biggest fanout along the worst timing path is 32.
- The floorplan step defined a die boundary enclosing 0.274 sq mm.
- The worst path required time reads 20100 ps.
- After synthesis, the design contains 12400 cells according to Yosys.
- Looking at the clock tree report, the H-tree level count equals 5.
- The vias after detailed routing is 131000.
- The power report puts the leakage power at 62.2 nW.
- The total setup violations reported at the end of the flow reads 0.
- For this design, the CTS-stage hold fixing added 0 buffers.
- The first global-routing pass estimated 1100 mm of wire.
- The maximum clock insertion buffer count reads 4.
- The checks that failed: capacitance limit, slew limit.
- The flow ran to the end, but the final reports show violations.
- Entering global routing, the biggest net connects 85 pins.
- The flop and latch count out of synthesis reads 2112.
- The report lists the number of cells resized after CTS as 0.
- The pre-CTS setup check shows a worst slack of 5630 ps.
- The final sum of negative setup slack is 0 ps.
- The max-slew violation count reads 12.
- According to the CTS report, the clock sink count is 2112.
- The number of antenna violations at the first check in global routing reads 159.
- The register clock-pin slew on the reported worst setup and hold paths is 30 ps.
- In the final layout, the share of cells above drive strength 1 is 19.7%.
- The number of buffers added on ports reads 115.
- Measured along the y axis, the die boundary spans 523 um.
- Counting the buffers created by CTS gives 267.
- The final weighted congestion in routability-driven placement reads 1.15.
- The area of placed instances reads 0.117 sq mm.
- The global-route congestion overflow total is 0.
- The die extent in x is 523 um.
- The row count reads 190.
- The final timing report gives a worst setup slack of 5490 ps.
- The critical path startpoint category reads an input port.
- The switching power summed over all nets reads 0.00286 W.
- The buffer cell driving the clock tree root reads clkbuf_16.
- The post-detailed-route DRC marker count is 0.
- The cell-internal power reads 0.00479 W.
- Once detail routing completed, the nets flagged for antenna violations numbered 0.
- TritonCTS built the clock tree.
- Buffers added to address setup during post-CTS repair amount to 0.
- Post-synth the commonest register cell is dfxtp_1.
- For this run, the detailed router's first-pass iteration total came to 9.
- The cell count after synthesis is 12400.
- The placeable core region reads 0.269 sq mm.
- Across the routed clock network, the largest skew measured is 47.0 ps.
- The Yosys chip area reads 0.109 sq mm.
- The script logs the mean routed wire length per placed instance as 45.5 um.
- The insertion delay of the later-clocked pin in the worst-skew pair reads 960 ps.
- The final cell area excluding filler cells reads 0.134 sq mm.
- The worst-case IR drop observed on VDD is 38.0 uV.
- The overall global routing resource usage reads 62.9%.
- Measured on the finished design, the core utilization comes to 50.0%.
- Per the summary, power density relative to cell area is 56.9 mW/mm^2.
- The OpenROAD report gives the critical path a data arrival time of 14620 ps.
- In this run the tools logged warnings totalling 1027.
- The via count of the first global-routing pass is 125000.
- The worst min-delay path class reads reg -> reg.
- The initial core utilization reads 40.4%.
- The post-DP HPWL reads 573 mm.
- The DRC violation total after the first TritonRoute iteration is 18800.
- The fraction of the yosys area taken by sequential cells reads 38.9%.
- The netlist uses 108 different library cells.
- Per the breakdown, switching nets consume 37.4% of all power.
- The max-slew check reports its worst relative slack as -19.9%.
- Setup repair after global routing left no endpoint under its margin.
- The top-level I/O count reads 116.
- Sequential cells burn 35.0% of the power.
- The class of the most critical setup path is in -> reg.
- The final-report hold violation count is 0.
- The share of synthesized registers carrying an async set or reset reads 0%.
## flip-flops by register name, summed over array words and instances, names as in the netlist
| signal | count |
|---|---|
| data | 2048 |
| Rt_out | 32 |
| Rs_out | 32 |
## Yosys cell counts (45+ instances only)
cell type,n,area (sq um)
dfxtp_1,2112,42300
o221ai_1,324,2840
o21ai_1,58,290
o31ai_1,50,375
o32ai_1,62,543
nor3_1,288,1440
a31oi_1,59,369
a221oi_1,95,832
nor2_1,776,2910
a211oi_1,103,773
o22a_1,62,543
mux4_2,318,7160
o22ai_1,541,3380
buf_1,146,548
nand4_1,53,332
a22oi_1,87,653
mux2_2,835,9400
a21oi_1,398,1990
clkbuf_1,884,3320
buf_2,211,1060
mux2i_1,326,3260
o211ai_1,171,1280
o21ai_0,1184,5930
nand3_1,119,596
o311ai_0,49,429
or3_1,45,282
inv_1,219,822
a211o_1,47,412
nand2_1,1996,7490
## power groups by stage
stage     combinational [W]  clock (W)  sequential (W)
4_1_cts             0.00136    0.00352         0.00267
5_1_grt             0.00147    0.00378         0.00270
6_report            0.00147    0.00350         0.00268
## final timing paths
check                startpoint           endpoint  slack, ps  cells after the start
min reg2reg   data[702]$_DFF_N_  data[702]$_DFF_N_        450                      2
max                       Rd[0]  Rt_out[0]$_DFF_N_       5490                     15
max reg2reg  data[1952]$_DFF_N_  Rt_out[0]$_DFF_N_      34150                      9
min           data[702]$_DFF_N_  data[702]$_DFF_N_        450                      2
## cells by family after synthesis
kind of cell | after synthesis | share of synthesized area [%]
compound gates | 3818 | 23.5
xor+xnor | 8 | 0.0645
buf+inv | 1497 | 5.53
flops | 2112 | 38.9
mux | 1486 | 18.3
simple gates | 3513 | 13.7
## critical path, cell delays in order
cell and delay (ps):
clkdlybuf4s50_1 490, buf_4 310, nor4bb_4 430, buf_4 540, nand2_2 510, buf_4 470, mux2_2 360, o211a_1 200
o41ai_1 1160, o41ai_1 530, buf_4 310, a221oi_1 900, buf_4 320, buf_4 170, o211ai_1 100
## metal layers
| metal | up-vias | routed length (um) | GRT usage (%) |
|---|---|---|---|
| met1 | 62300 | 276000 | 67.9 |
| met5 | - | 6420 | 20.0 |
| met2 | 13200 | 308000 | 75.8 |
| met3 | 4255 | 160000 | 48.9 |
| li1 | 51000 | - | - |
| met4 | 142 | 94800 | 55.7 |
## through the flow
step / power [W] / hold WS, ps / cells
after floorplan: 0.00371 / 420 / 12400
after global placement: 0.00435 / 436 / 15800
after detailed placement: 0.00437 / 444 / 15800
after CTS: 0.00755 / 450 / 18300
after global routing: 0.00795 / 469 / 18400
final: 0.00765 / 451 / 18600
## area by class of cell
cell class | count | area [sq um]
antenna | 207 | 518
sequential | 2112 | 42300
timing repair buffer | 1060 | 8290
multi-input combinational | 8825 | 61300
inverter | 226 | 867
fill | 24300 | 134000
clock inverter | 2304 | 9810
clock buffer | 273 | 6830
tap | 3552 | 4440
Power is estimated from default activity; no workload was simulated.
